==> design.v <==
module RegisterFile(
    input logic clk_i,
    input logic rst_i,
    input logic [4:0] id_rs1_i,
    input logic [4:0] id_rs2_i,
    input logic wb_reg_write_i,
    input logic [31:0] wb_reg_wdata_i,
    input logic  [4:0] wb_rd_i,
    output logic [31:0] id_rs1_rdata_o,
    output logic [31:0] id_rs2_rdata_o
);
    logic [31:0] registerfile_mem [0:31];
    always @(posedge clk_i) begin
        if(rst_i) begin
            for(int i=0; i < 32; i++) 
                registerfile_mem[i] <= 32'd0;
        end
        else if (rst_i == 1'b0) begin
            if (wb_reg_write_i == 1'b1 && wb_rd_i != 5'd0) begin
                registerfile_mem[wb_rd_i] <= wb_reg_wdata_i;
            end
        end
    end
    always @(*) begin
        if (id_rs1_i == 5'd0) begin
            id_rs1_rdata_o = 32'd0;
        end
        else if (id_rs1_i == wb_rd_i && wb_reg_write_i == 1'b1) begin
            id_rs1_rdata_o = wb_reg_wdata_i;
        end
        else begin
            id_rs1_rdata_o = registerfile_mem[id_rs1_i];
        end
    end
    always @(*) begin
        if (id_rs2_i == 5'd0) begin
            id_rs2_rdata_o = 32'd0;
        end
        else if (id_rs2_i == wb_rd_i && wb_reg_write_i == 1'b1) begin
            id_rs2_rdata_o = wb_reg_wdata_i;
        end
        else begin
            id_rs2_rdata_o = registerfile_mem[id_rs2_i];
        end
    end
endmodule : RegisterFile
==> run.sh <==
#!/bin/bash
# OpenROAD 26Q1-2900-gdf79404cd8, Yosys 0.63+post, stock flow scripts
make -C /OpenROAD-flow-scripts/flow DESIGN_CONFIG=/design/flow/config.mk WORK_HOME=/design/flow/orfs finish
==> config.mk <==
export PLATFORM = sky130hd
export DESIGN_NAME = RegisterFile
export DESIGN_NICKNAME = RegisterFile
export VERILOG_FILES = /design/flow/design.v
export SDC_FILE = /design/flow/constraint.sdc
export NUM_CORES = 4
export LEC_CHECK = 1
export CORE_UTILIZATION = 50
==> constraint.sdc <==
current_design RegisterFile

set clk_period 18.7
set clk_io_pct 0.2

create_clock -name clk0 -period $clk_period [get_ports {clk_i}]

set non_clock_inputs [all_inputs -no_clocks]
set_input_delay [expr $clk_period * $clk_io_pct] -clock clk0 $non_clock_inputs
set_output_delay [expr $clk_period * $clk_io_pct] -clock clk0 [all_outputs]
==> impl_metrics.toml <==
# yosys + openroad results
[setup_path]
crit_end = "id_rs1_rdata_o[22]"
arrival_ns = 8.89
critPathMaxStageDelay_ns = 1.21
crit_required_ns = 14.96
crit_type = "in2out"
cp-startpoint = "id_rs1_i[3]"
crit_path_frequent_cell = "buf_4"
path_buffers = 5
path_cells = "clkdlybuf4s50_1 > buf_4 > nand3b_1 > buf_4 > buf_4 > o22ai_1 > a2111oi_0 > a21oi_1 > a22o_1 > clkdlybuf4s50_1"
cp_max_fo = 34
worstSetupStartpointType = "primary input"
critPathCaptureType = "output port"
cp_num_cells = 10
cpLargestDelayFamily = "buffers and inverters"
crit_slowest_cell = "a2111oi_0"

[cts]
clkSinkCount = 1024
h-tree-depth = 3
clk_pin_slew_ns = 0.06
ctsHoldBuffers = 0
postCtsSetupRepairBufs = 0
cts_tree = "built"
ctsResizeCount = 0
cts_inserted_buffers = 111
cts_root_buf = "clkbuf_16"
clock_tree.buffer_depth = 3

[die]
die_h_um = 333
fp_util_pct = 50.8
chip_area_um2 = 111000
die_w_um = 333
coreArea_um2 = 108000
rows = 120
io_pins = 114

[power]
leakage_uw = 0.0214
irDropWorstVdd_mv = 0.0731
switchingPower_uw = 1400
cellInternalPower_uw = 4210
clockPowerShare_pct = 38.8
powerDensity_nw_per_um2 = 91.7
combinationalPowerShare_pct = 12.8
p_sw_share_pct = 24.9
pwr-share-seq_pct = 48.4

[flow_run]
tool_warnings = 26
cap_violations = 0

[final_timing]
maxSlewHeadroom_pct = 2.96
fin_tns_setup_ns = 0
hold_violations = 0
worst_pin_slew_ns = 1.42
rsz0062_at_grt = "no"
fin_crit_sh_pct = 67.6
setup_viol = 0
fmax_mhz = 79.2
fin_crit_ns = 12.63
drv_slew = 0

[finish]
stdcell_area_um2 = 61100
fillers = 8011
layout-drive-gt1-share_pct = 21.5
largest_reg_flops = 1024
area_delta_synth_final_pct = 11.7
top_regs = "registerfile_mem x1024"
comb_area_um2 = 22600
utilization_pct = 56.7
largest-register = "registerfile_mem"
seq_area_um2 = 30700
instances_no_fill = 5254

[synth]
synthCells = 3740
ys_ff = 1024
ys_types = 50
syn_area_um2 = 54700
synthFlopType = "edfxtp_1"
edf_count = 1024
ys_warn_count = 1
yosysChipArea_um2 = 54700
ys_cells = 3740
synthArstFlopShare_pct = 0
syn_area_per_cell_um2 = 14.6
ys_seq_share_pct = 56.2

[placement]
place_area_um2 = 57600
post-dp-hpwl_um = 114000
place.gp.congestion = 0.985
io_buffers = 113
dp_cells = 5048

[hold_path]
min_path_type = "in2reg"
min_path_cells = 2

[routing]
dr.pass1.iters = 5
first_iter_violations = 2312
vias = 34800
avgRoutedWirePerCell_um = 36.1
drcViolationCount = 0
vias_per_cell = 6.62
postRouteWirelength_um = 190000
detail-route-antenna-nets = 0

[run_status]
status = "completed"

[grt]
gr-usage-all-layers_pct = 38.5
grt-ovfl-total = 0
grt_pass1_vias = 38000
grt_max_degree = 78
grt_pass1_wl_um = 270000
antenna_found_initial = 6
==> cells in the mapped netlist (all sizes together) (2+ instances only) <==
cell | n | share of area (%)
o32ai | 4 | 0.064
nor3 | 3 | 0.027
mux2i | 281 | 5.1
o221ai | 42 | 0.67
nand2b | 3 | 0.034
clkbuf | 302 | 2.1
inv | 2 | 0.014
and2 | 996 | 11
o221a | 18 | 0.37
a32oi | 9 | 0.14
xnor2 | 10 | 0.16
nand4 | 2 | 0.023
o22a | 3 | 0.048
o21ai | 9 | 0.082
a211oi | 7 | 0.096
o211ai | 10 | 0.14
a211o | 2 | 0.032
or3b | 3 | 0.048
o31ai | 4 | 0.055
o22ai | 41 | 0.47
nor2b | 6 | 0.069
mux4 | 388 | 16
a31oi | 7 | 0.080
or2 | 33 | 0.38
a221o | 13 | 0.24
a221oi | 4 | 0.064
mux2 | 5 | 0.10
a22oi | 133 | 1.8
a21oi | 78 | 0.71
nand2 | 35 | 0.24
edfxtp | 1024 | 56
buf | 112 | 1.1
or3 | 2 | 0.023
o2111ai | 3 | 0.048
a22o | 55 | 0.88
nand3b | 5 | 0.069
nor2 | 43 | 0.29
nand3 | 12 | 0.11
a2111oi | 24 | 0.38
==> per-layer routing <==
metal	vias to the layer above	track usage, %	routed length (um)
li1	14500	-	-
met1	17000	45.7	58000
met2	2694	54.4	86900
met3	518	26.9	32000
met4	12	18.6	12500
met5	-	3.17	331
==> through the flow <==
| step | total power, uW | worst slack [ns] | hold WS, ns |
|---|---|---|---|
| 6_report | 5610 | 6.07 | 3.75 |
| 5_1_grt | 5750 | 6.11 | 3.72 |
| 4_1_cts | 5620 | 6.16 | 3.68 |
| 3_5_place_dp | 3470 | 6.12 | 4.44 |
| 3_3_place_gp | 3460 | 5.97 | 4.43 |
| 2_1_floorplan | 3140 | 9.47 | 3.94 |
==> final cells by class <==
cell class                      instances  area share (%)
Multi-Input combinational cell       2331            36.9
Sequential cell                      1024            50.3
Antenna cell                            1         0.00409
Timing Repair Buffer                  289            4.07
Clock inverter                         67            1.00
Inverter                                2          0.0123
Tap cell                             1403            2.87
Clock buffer                          137            4.81
==> worst min path at each step <==
stage     start                endpoint  slack [ns]
6_report  rst_i  registerfile_mem[0][9]        3.75
4_1_cts   rst_i  registerfile_mem[0][9]        3.68
5_1_grt   rst_i  registerfile_mem[0][9]        3.72
==> power by group through the flow <==
stage	registers, uW	clock network [uW]	logic, uW
final	2710	2170	718
after global routing	2730	2270	748
after CTS	2710	2190	712
==> placed cells by master, fill, tap and decap left out, types with 4 or more instances in the layout <==
cell / netlist / final
edfxtp_1: 1024 / 1024
and2_1: 994 / 993
mux4_2: 388 / 388
mux2i_1: 281 / 281
buf_4: 22 / 173
a22oi_1: 133 / 133
clkbuf_16: 0 / 114
clkdlybuf4s50_1: 0 / 105
a21oi_1: 78 / 78
a22o_1: 55 / 55
o221ai_1: 42 / 42
o22ai_1: 41 / 41
nand2_1: 35 / 35
or2_2: 33 / 33
conb_1: 1 / 32
clkinv_1: 0 / 28
clkbuf_1: 302 / 23
nor2_4: 0 / 22
o221a_2: 18 / 18
clkinv_2: 0 / 18
a221o_1: 13 / 13
a2111oi_0: 24 / 13
nor2_2: 0 / 13
nand3_1: 12 / 12
bufinv_16: 0 / 11
xnor2_1: 10 / 10
o211ai_1: 10 / 10
a2111oi_1: 0 / 9
a32oi_1: 9 / 9
o21ai_0: 9 / 8
nor2_1: 43 / 8
a211oi_1: 7 / 7
a31oi_1: 7 / 7
clkinvlp_4: 0 / 6
mux2_2: 5 / 5
nand3b_1: 5 / 5
o31ai_1: 4 / 4
o32ai_1: 4 / 4
a221oi_1: 4 / 4
==> cells by family after synthesis <==
family          after synthesis  synth area share (%)
xor+xnor                     10                 0.160
flops                      1024                  56.2
other cells                   1               0.00685
mux                         674                  21.2
simple gates               1146                  12.7
compound gates              469                  6.45
buf+inv                     416                  3.23
Power figures rest on the tool's default switching activity, not on a simulated workload.
