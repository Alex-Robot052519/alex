## run.sh

```bash
#!/bin/bash
# OpenROAD 26Q1-2900-gdf79404cd8, Yosys 0.63+post, stock flow scripts
make -C /OpenROAD-flow-scripts/flow DESIGN_CONFIG=/design/flow/config.mk WORK_HOME=/design/flow/orfs finish
```

## config.mk

```make
export PLATFORM = sky130hd
export DESIGN_NAME = PC
export DESIGN_NICKNAME = PC
export VERILOG_FILES = /design/flow/design.v
export SDC_FILE = /design/flow/constraint.sdc
export NUM_CORES = 4
export LEC_CHECK = 1
export CORE_UTILIZATION = 30
```

## constraint.sdc

```tcl
current_design PC

set clk_period 4.2
set clk_io_pct 0.2

create_clock -name clk0 -period $clk_period [get_ports {clk_i}]

set non_clock_inputs [all_inputs -no_clocks]
set_input_delay [expr $clk_period * $clk_io_pct] -clock clk0 $non_clock_inputs
set_output_delay [expr $clk_period * $clk_io_pct] -clock clk0 [all_outputs]
```

## design.v

```verilog
module PC(
    input  logic        clk_i,
    input  logic        rst_i,
    input  logic        if_pc_stall_i,
    input  logic        if_pc_flush_i,
    input  logic [31:0] if_pc_flush_addr_i,
    output logic [31:0] if_pc_reg_o
);
    always_ff @(posedge clk_i) begin
        if (rst_i) begin
            if_pc_reg_o <= 32'b0;
        end
        else if (if_pc_flush_i) begin
            if_pc_reg_o <= if_pc_flush_addr_i;
        end
        else if (if_pc_stall_i) begin
            if_pc_reg_o <= if_pc_reg_o;
        end
        else begin
            if_pc_reg_o <= if_pc_reg_o + 32'd4;
        end
    end
endmodule : PC
```

==> out/qor.csv <==
metric,value,unit
hold_depth,2,
ys.flops,32,
io_pins,68,
fp.dieW,81.1,um
drt_wl_total,5430,um
worstRegToRegCells,4,
drt-pass1-iter-count,4,
setup_tns,0,ps
fp_util,0.314,
routabilityCongestion,0.845,
p_clk_frac,0.315,
clkTransAtPathRegs,70,ps
syn_area,1880,um^2
ys_types,49,
clock_latency,280,ps
critPathLaunchType,input port,
top_regs,if_pc_reg_o: 32 flops,
diodes,0,
core_area,5990,um^2
largest_reg_flops,32,
die-height,81.1,um
async_reset_ff_frac,0,
p_switching,0.000189,W
setup_viol,0,
grt_max_degree,31,
rows,28,
lay_top_count,clkdlybuf4s50_1,
grt_overflow_total,0,
p_sw_frac,0.264,
timing.final.ws_setup,1470,ps
ir_worst_vdd,0.000136,V
ff_type,dfxtp_1,
fmax,367,MHz
p_leak,0.874,nW
synth_warnings,1,
warning_count,25,
cap_violations,0,
comb_power_share,0.185,
final_cell_area,2690,um^2
port_buffers,67,
wire_per_inst,14.7,um
crit_fanout,15,
status,completed,
cts_buffers,5,
grt_pass1_wl,8740,um
cts_max_level,2,
root_buffer,clkbuf_8,
syn_to_final_growth,43.3,%
pwr-share-seq,0.500,
antenna_found_initial,0,
hold_viol_final,0,
clock_sinks,32,
end_kind,flip-flop,
slew_headroom,0.488,
drive_gt1_frac,0.0441,
syn-instance-count,231,
worst_pin_slew,762,ps
layout_top_cells,"clkdlybuf4s50_1, dfxtp_1, nor2_1, nand2_1, nand4_1",
dpl_cell_area,2620,um^2
fin_crit,2730,ps
cts-hold-fix-buffers,0,
drtIter0Drc,80,
ys_cells,231,
path_cells,clkdlybuf4s50_1 > nor2b_1 > nand2b_1 > or3_1 > a2111oi_1,
cp.arrival,2900,ps
rsz0062_at_grt,no,
cts_setup_buffers,0,
grt_pass1_vias,1804,
vias,1999,
cts-resized-gates,0,
grt_use_total,0.173,
place_ws,1150,ps
hpwl,3920,um
p_int,0.000526,W
period_used_share,0.649,
ys_seq_frac,0.341,
skew,6.73,ps
postRouteAntennaNets,0,
yosysChipArea,1880,um^2
clock_path_buffers,2,
crit_type,in -> reg,
drc,0,
avgSynthCellArea,8.14,um^2
required,4370,ps
avgViaCountPerCell,5.40,
p_per_area,265,nW/um^2
die_area,6580,um^2
final_max_slew_viol_count,0,
cts_tree,done,
max_stage_delay,700,ps
edf_count,0,
min_path_type,reg -> reg,
largest-register,if_pc_reg_o,
slowest_stage,clkdlybuf4s50_1,
## stage by stage
stage,util,power [W],instances,hold slack [ps]
6_report,0.450,0.000715,370,490
5_1_grt,0.450,0.000752,370,529
4_1_cts,0.450,0.000720,370,500
3_5_place_dp,0.437,0.000496,363,486
3_3_place_gp,0.437,0.000497,363,478
2_1_floorplan,-,0.000405,231,437
## routing by layer
metal,up-vias,part of all wire,track usage
li1,1022,-,-
met5,-,0,0
met1,907,0.49,0.270
met4,0,0.0083,0.0196
met2,66,0.44,0.259
met3,4,0.061,0.0308
## layout make-up
cell class / instances / area [um^2]
timing repair buffer: 70 / 693
clock inverter: 1 / 5.00
fill: 594 / 3300
tap: 75 / 93.8
inverter: 6 / 22.5
multi-input combinational: 180 / 1170
sequential: 32 / 641
clock buffer: 6 / 72.6
## cell usage after synthesis, types with 2 or more instances
| master | n | area, um^2 |
|---|---|---|
| a2111oi_0 | 4 | 35.0 |
| a211oi_1 | 9 | 67.6 |
| a21oi_1 | 4 | 20.0 |
| a311o_1 | 2 | 20.0 |
| a311oi_1 | 7 | 61.3 |
| and2_1 | 3 | 18.8 |
| and4_1 | 4 | 35.0 |
| buf_1 | 2 | 7.51 |
| clkbuf_1 | 10 | 37.5 |
| dfxtp_1 | 32 | 641 |
| inv_1 | 6 | 22.5 |
| mux2i_1 | 3 | 30.0 |
| nand2_1 | 20 | 75.1 |
| nand2b_1 | 3 | 18.8 |
| nand3_1 | 8 | 40.0 |
| nand3b_1 | 2 | 15.0 |
| nand4_1 | 13 | 81.3 |
| nor2_1 | 29 | 109 |
| nor2b_1 | 3 | 18.8 |
| nor3_1 | 5 | 25.0 |
| nor4_1 | 8 | 50.1 |
| o2111a_1 | 3 | 33.8 |
| o21ai_0 | 5 | 25.0 |
| o31ai_1 | 5 | 37.5 |
| or2_2 | 2 | 12.5 |
| or3_1 | 5 | 31.3 |
| or4_1 | 5 | 37.5 |
| xnor2_1 | 3 | 26.3 |
| xor2_1 | 6 | 52.6 |
## final timing paths
| check | start | end | slack [ps] |
|---|---|---|---|
| worst max-delay path | if_pc_stall_i | if_pc_reg_o[22] | 1470 |
| worst min-delay path | if_pc_reg_o[1] | if_pc_reg_o[1] | 490 |
| worst min register to register | if_pc_reg_o[1] | if_pc_reg_o[1] | 490 |
| worst max register to register | if_pc_reg_o[8] | if_pc_reg_o[30] | 2060 |
## power by group through the flow
stage	Clock (W)	Sequential (W)	Combinational (W)
finish	0.000225	0.000357	0.000132
global route	0.000244	0.000361	0.000146
CTS	0.000229	0.000357	0.000133
## critical path: cells and delay by family
| kind | cells | cell delay (ps) |
|---|---|---|
| AND/OR/NAND/NOR | 3 | 1040 |
| buffers and inverters | 1 | 700 |
| AND-OR/OR-AND | 1 | 320 |
## kinds of logic (layout without fill, tap and decap cells)
logic type	after synthesis	in the layout	share of synthesized area
AOI/OAI and AO/OA	49	49	0.209
xor gates and xnor gates	9	9	0.0419
adders and majority gates	1	1	0.00666
buffers and inverters	19	83	0.0386
DFF	32	32	0.341
muxes	3	3	0.0160
and+or+nand+nor	118	118	0.347
Power is estimated from default activity; no workload was simulated.
